## flow/config.mk

```make
export PLATFORM = sky130hd
export DESIGN_NAME = calc
export DESIGN_NICKNAME = calc
export VERILOG_FILES = /design/flow/design.v
export SDC_FILE = /design/flow/constraint.sdc
export NUM_CORES = 4
export LEC_CHECK = 1
export CORE_UTILIZATION = 50
```

## flow/constraint.sdc

```tcl
current_design calc

set clk_period 5.9
set clk_io_pct 0.2

create_clock -name clk0 -period $clk_period [get_ports {clk}]

set non_clock_inputs [all_inputs -no_clocks]
set_input_delay [expr $clk_period * $clk_io_pct] -clock clk0 $non_clock_inputs
set_output_delay [expr $clk_period * $clk_io_pct] -clock clk0 [all_outputs]
```

## flow/run.sh

```bash
#!/bin/bash
# OpenROAD 26Q1-2900-gdf79404cd8, Yosys 0.63+post, stock flow scripts
make -C /OpenROAD-flow-scripts/flow DESIGN_CONFIG=/design/flow/config.mk WORK_HOME=/design/flow/orfs finish
```

## flow/design.v

```verilog
`timescale 1ns / 1ps
module calc(
	input wire clk, 
	input wire start_in, pause_in,
	input wire record_in, recall_mode_in,
	input wire display_mode,  
	input wire[3:0] reg_address,
	output wire[3:0] anode,
	output wire[7:0] segment,
	output wire started_LED,
	output wire paused_LED,
	output wire write_LED,
	output wire mode_LED);
	reg[15:0] display_num;
	initial begin
		display_num = 16'b0;
	end
	display_16 seven_seg(clk, display_num, anode[3:0], segment[7:0]);
	wire start_stop, pause_resume, record_recall, recall_mode;
	pbdebounce p0(clk, start_in, start_stop);
	pbdebounce p1(clk, pause_in, pause_resume);
	pbdebounce p2(clk, record_in, record_recall);
	pbdebounce p3(clk, recall_mode_in, recall_mode);
	wire[23:0] result;
	wire reg_exceed;
	stop_watch sw(clk,
		start_stop, pause_resume,
		record_recall, recall_mode,
		reg_address,
		reg_exceed,
		started_LED, paused_LED,
		write_LED, mode_LED,
		result);
	always @* begin
		if (reg_exceed)
			display_num = 16'hEFFD;  
		else
			case(display_mode)
				1'b0: display_num = result[23:8];
				1'b1: display_num = result[15:0];
			endcase
	end
endmodule
`timescale 1ns / 1ps
module decoder_4_16(
	input wire[3:0] address,
	input wire wclk,
	output reg[15:0] Yi);
	always @* begin
		if (wclk == 1'b1)
			case (address[3:0])
				4'b0000: Yi = 16'h0001;
				4'b0001: Yi = 16'h0002;
				4'b0010: Yi = 16'h0004;
				4'b0011: Yi = 16'h0008;
				4'b0100: Yi = 16'h0010;
				4'b0101: Yi = 16'h0020;
				4'b0110: Yi = 16'h0040;
				4'b0111: Yi = 16'h0080;
				4'b1000: Yi = 16'h0100;
				4'b1001: Yi = 16'h0200;
				4'b1010: Yi = 16'h0400;
				4'b1011: Yi = 16'h0800;
				4'b1100: Yi = 16'h1000;
				4'b1101: Yi = 16'h2000;
				4'b1110: Yi = 16'h4000;
				4'b1111: Yi = 16'h8000;
			endcase
		else
			Yi = 16'h0000;
	end
endmodule
`timescale 1ns / 1ps
module display_16(
	input wire clk,
	input wire[15:0] digit,
	output reg[3:0] node,
	output reg[7:0] segment);
	reg[3:0] code = 4'b0;
	reg[15:0] count = 16'b0;
	always @(posedge clk) begin
		case (count[15:14])
			2'b00: begin
				node <= 4'b1110;
				code <= digit[3:0];
			end
			2'b01: begin
				node <= 4'b1101;
				code <= digit[7:4];
			end
			2'b10: begin
				node <= 4'b1011;
				code <= digit[11:8];
			end
			2'b11: begin
				node <= 4'b0111;
				code <= digit[15:12];
			end
		endcase
		case (code)
			4'b0000: segment <= 8'b11000000;
			4'b0001: segment <= 8'b11111001;
			4'b0010: segment <= 8'b10100100;
			4'b0011: segment <= 8'b10110000;
			4'b0100: segment <= 8'b10011001;
			4'b0101: segment <= 8'b10010010;
			4'b0110: segment <= 8'b10000010;
			4'b0111: segment <= 8'b11111000;
			4'b1000: segment <= 8'b10000000;
			4'b1001: segment <= 8'b10010000;
			4'b1010: segment <= 8'b10001000;
			4'b1011: segment <= 8'b10000011;
			4'b1100: segment <= 8'b11000110;
			4'b1101: segment <= 8'b01111111;
			4'b1110: segment <= 8'b10000110;
			4'b1111: segment <= 8'b10001101;
			default: segment <= 8'b00000000;
		endcase
		count <= count + 1;
	end
endmodule
`timescale 1ns / 1ps
module mux_16_1(
	input wire rclk,
	input wire[3:0] address,
	input wire[23:0] regQ0, regQ1, regQ2, regQ3, regQ4,
		regQ5, regQ6, regQ7, regQ8, regQ9, regQ10,
		regQ11, regQ12, regQ13, regQ14, regQ15,
	output reg[23:0] data_out);
	always @(posedge rclk) begin
		case (address[3:0])
			4'b0000: data_out = regQ0;
			4'b0001: data_out = regQ1;
			4'b0010: data_out = regQ2;
			4'b0011: data_out = regQ3;
			4'b0100: data_out = regQ4;
			4'b0101: data_out = regQ5;
			4'b0110: data_out = regQ6;
			4'b0111: data_out = regQ7;
			4'b1000: data_out = regQ8;
			4'b1001: data_out = regQ9;
			4'b1010: data_out = regQ10;
			4'b1011: data_out = regQ11;
			4'b1100: data_out = regQ12;
			4'b1101: data_out = regQ13;
			4'b1110: data_out = regQ14;
			4'b1111: data_out = regQ15;
		endcase
	end
endmodule
`timescale 1ns / 1ps
module pbdebounce(
	input wire clk,
	input wire button,
	output reg pbreg);
	reg[7:0] pbshift;
	wire clk_1ms;
	timer_1ms m0(clk, clk_1ms);
	always @(posedge clk_1ms) begin
		pbshift = pbshift << 1;
		pbshift[0] = button;
		if (pbshift == 0)
			pbreg = 0;
		if (pbshift == 8'hFF)
			pbreg = 1;
	end
endmodule
`timescale 1ns / 1ps
module regfile(
	input wire wclk, rclk,
	input wire[3:0] address,
	input wire[23:0] data_in,
	output wire[23:0] data_out);
	wire[15:0] Yi;
	wire[15:0] clk;
	assign clk[15:0] = {16{wclk}} & Yi;
	wire[23:0] regQ0, regQ1, regQ2, regQ3, regQ4,
		regQ5, regQ6, regQ7, regQ8, regQ9, regQ10,
		regQ11, regQ12, regQ13, regQ14, regQ15;
	decoder_4_16 m0(address, wclk, Yi);
	mux_16_1 m1(rclk, address, regQ0, regQ1, regQ2, regQ3, regQ4,
		regQ5, regQ6, regQ7, regQ8, regQ9, regQ10,
		regQ11, regQ12, regQ13, regQ14, regQ15, data_out);
	register24 r0(clk[0], data_in, regQ0),
		r1(clk[1], data_in, regQ1),
		r2(clk[2], data_in, regQ2),
		r3(clk[3], data_in, regQ3),
		r4(clk[4], data_in, regQ4),
		r5(clk[5], data_in, regQ5),
		r6(clk[6], data_in, regQ6),
		r7(clk[7], data_in, regQ7),
		r8(clk[8], data_in, regQ8),
		r9(clk[9], data_in, regQ9),
		r10(clk[10], data_in, regQ10),
		r11(clk[11], data_in, regQ11),
		r12(clk[12], data_in, regQ12),
		r13(clk[13], data_in, regQ13),
		r14(clk[14], data_in, regQ14),
		r15(clk[15], data_in, regQ15);
endmodule
`timescale 1ns / 1ps
module register24(
	input wire clk,
	input wire[23:0] data_in,
	output reg[23:0] data_out);
	always @(posedge clk)
		data_out <= data_in;
endmodule
`timescale 1ns / 1ps
module stop_watch(
	input wire clk,
	input wire start_stop, pause_resume,
	input wire record_recall, recall_mode,
	input wire[3:0] reg_address,
	output wire reg_exceed,
	output reg started, paused,
	output wire write, rmode,
	output wire[23:0] result);
	reg[3:0] rec_pos, dis_pos;
	initial begin
		started = 0;
		paused = 0;
		rec_pos = 0;
		dis_pos = 0;
	end
	reg reset;
	always @(posedge start_stop) started <= ~started;
	always @(posedge pause_resume) paused <= ~paused;
	always @(negedge record_recall) begin
		if (started) begin
			rec_pos <= rec_pos + 1;
			dis_pos <= dis_pos + 1;
		end
		else
			if (dis_pos == rec_pos)
				dis_pos <= 0;
			else
				dis_pos <= dis_pos + 1;
	end
	always @(posedge clk) begin
		if (reset) reset <= 0;
		else if (~started & start_stop) reset <= 1;
	end
	wire clk_psec, clock_psec;
	timer_1ps psec_clock(clk, clk_psec);
	assign clock_psec = started & (~paused) & clk_psec;
	wire[3:0] sec_low, sec_high, min_low, min_high, psec_low, psec_high;
	sw_gen_psec PSEC(clock_psec, reset, clk_sec, psec_low, psec_high);
	sw_gen_sec SEC(clk_sec, reset, clk_min, sec_low, sec_high);
	sw_gen_min MIN(clk_min, reset, min_low, min_high);
	wire[23:0] timer_result;
	assign timer_result[23:20] = min_high[3:0] ;
	assign timer_result[19:16] = min_low[3:0] ;
	assign timer_result[15:12] = sec_high[3:0] ;
	assign timer_result[11:8]  = sec_low[3:0] ;
	assign timer_result[7:4]   = psec_high[3:0];
	assign timer_result[3:0]   = psec_low[3:0];
	wire[3:0] address;
	assign reg_exceed = recall_mode & (reg_address > rec_pos);
	assign address = (started) ? rec_pos : ((recall_mode) ? reg_address : dis_pos);
	wire[23:0] reg_out;
	assign write = (started & record_recall) | start_stop;
	regfile registers(write, (~started & clk), address, timer_result, reg_out);
	assign result = (started) ? timer_result : reg_out;
	assign rmode = recall_mode;
endmodule
`timescale 1ns / 1ps
module sw_gen_min(
	input wire clk_min,
	input wire reset,
	output reg[3:0] min_low, min_high);
	initial begin
		min_low = 0;
		min_high = 0;
	end
	always @(posedge clk_min or posedge reset) begin
		if (reset) begin
			min_low = 0;
			min_high = 0;
		end
		else
			if (min_low == 9) begin
				min_low = 0;
				if (min_high == 9) begin
					min_high = 0;
				end
				else
					min_high = min_high + 1;
				end
			else
				min_low = min_low + 1;
	end
endmodule
`timescale 1ns / 1ps
module sw_gen_psec(
	input wire clk_psec,
	input wire reset,
	output reg clk_sec,
	output reg[3:0] psec_low, psec_high);
	initial begin
		psec_low = 0;
		psec_high = 0;
	end
	always @(posedge clk_psec or posedge reset) begin
		if (reset) begin
			psec_low = 0;
			psec_high = 0;
		end
		else
			if (psec_low == 9) begin
				psec_low = 0;
				clk_sec = 0;
				if (psec_high == 9) begin
					psec_high = 0;  
					clk_sec = 1;
				end
				else
					psec_high = psec_high + 1;
				end
			else
				psec_low = psec_low + 1;
	end
endmodule
`timescale 1ns / 1ps
module sw_gen_sec(
	input wire clk_sec,
	input wire reset,
	output reg clk_min,
	output reg[3:0] sec_low, sec_high);
	initial begin
		sec_low = 0;
		sec_high = 0;
	end
	always @(posedge clk_sec or posedge reset) begin
		if (reset) begin
			sec_low = 0;
			sec_high = 0;
		end
		else
			if (sec_low == 9) begin
				sec_low = 0;
				clk_min = 0;
				if (sec_high == 5) begin
					sec_high = 0;  
					clk_min = 1;
				end
				else
					sec_high = sec_high + 1;
				end
			else
				sec_low = sec_low + 1;
	end
endmodule
`timescale 1ns / 1ps
module timer_1ms(
	input wire clk,
	output reg clk_1ms);
	reg[15:0] cnt;
	initial begin
		cnt[15:0] <= 0;
		clk_1ms <= 0;
	end
	always @(posedge clk)
		if (cnt >= 25000) begin
			cnt <= 0;
			clk_1ms <= ~clk_1ms;
		end
		else begin
			cnt <= cnt+1;
		end
endmodule
`timescale 1ns / 1ps
module timer_1ps(
	input wire clk,
	output reg clk_1ps);
	reg[18:0] cnt;
	initial begin
		cnt[18:0] <= 0;
		clk_1ps <= 0;
	end
	always @(posedge clk)
		if (cnt >= 250000) begin
			cnt <= 0;
			clk_1ps <= ~clk_1ps;
		end
		else begin
			cnt <= cnt+1;
		end
endmodule
```

==> notes.md <==
run metrics: drt wl/cell=22.33 microns, Fmax=261.1 MHz, Flops after synth=597, crit path DAT=4460 ps, Tightest Hold Check Type=flip-flop to flip-flop, Cell Rows=71, max incr delay on CP=620 ps, post-route minimum period=3830 ps, RR Startpoint=sw.registers.m1.data_out[10]$_DFF_P_, Core Region=37,840 sq um, Crit Path Max Fanout=37, Max-area cell share=58.29%, peak supply drop=239.6 uV, Global Route Usage Sum=28.64%, post-route ant nets=0, fin util=55.90%, cell family with most CP delay=AND-OR/OR-AND gates, cells along the critical path=clkdlybuf4s50_1 -> mux2i_1 -> o21a_2 -> buf_4 -> nor2_2 -> a22oi_2 -> o22ai_1 -> or3_1 -> o32a_1, Hold EP=seven_seg.count[0]$_DFF_P_, Detailed Route WL=51,240 microns, endpoints left unconstrained=462, Fill cells=3,173, YS chip area=19,300 sq um, Critical path buffers and inverters=2, final setup violation count=0, unrepaired setup endpoints after global routing=no, vias in the first global route=12,767, CTS tree=built, R2R depth=3, Area Growth Syn to Fin=9.593%, via count=13,014, Init Core Util=51.01%, DRC Markers=0, # Cells Yosys=1,727, Avg Cell Area, Syn=11.18 sq um, HPWL Detailed=34,910 microns, reg-to-reg slack, setup=4020 ps, hold violation total from the final report=0, chip height=198.5 microns, max_slew headroom=28.10%, IO buf count=25, register area share after synthesis=63.11%, layout cells sized above 1=8.759%, initial DRC count=922, register pins left without a clock=452, HP Start=seven_seg.count[0]$_DFF_P_, EDFF count, synth=11, Syn. warnings=14, fin. max-slew vios=0, Cells after Synth=1,727, Die ar.=39,390 sq um, fin crit share=64.92%, Least-Margin Pin Slew=1073 ps, Crit Path Class=input pin to flip-flop, FFs w/ async S/R, synth=4.020%, Layout Skew=86.11 ps, Leak=8.207 nW, Max stage delay cell, worst path=o21a_2, placed cell count=2,252, total power=0.002157 W, top cells by count=dfxtp_1 (562), nor2_1 (176), nand2_1 (145), vias per cell=5.671, CTS clock-pin slew for the worst setup and hold paths=90 ps, max cap viols=0, gp weighted congestion=0.9410, Post-CTS Setup Inserts=0, WHS=399.2 ps, initial antenna violation count=0, die width=198.5 microns, first-pass GRT wire length=78,290 microns, outcome=completed, CP Capture Type=flip-flop, setup TNS=0 ps, Ports=26, pin count of the biggest net entering global routing=49, library cells used by synthesis=76, Hold Path Stages=1, drt pass-1 iters=5, hold_buf cts=0, reg2reg end=seven_seg.code[2]$_DFF_P_, largest area contributor in the synthesized netlist=dfxtp_1, clk latency of the worst-skew pair=740 ps, critical path launch point type=input pin, WP data required=6530 ps, Tool Warnings=41, Yosys top cell by instances=dfxtp_1, main area contributors=dfxtp_1 (58%), nor2_1 (3.4%), dfrtp_1 (3.1%), Pwr Density=102.0 nW/um^2, synthesized area=19,300 sq um, Layout Cells excl Fill=2,295, Post-CTS Resized=0, Most used DFF post-synth=dfxtp_1, Overflow after GRT=0
metrics by stage:
step	setup slack [ps]	area, sq um
floorplan	2771	19320
global placement	1353	20330
detailed placement	1314	20330
CTS	2061	21150
global route	1931	21150
finish	2070	21150
how the worst max path moves through the flow:
stage,from,end,depth (start not counted)
6_report,reg_address[0],sw.registers.m1.data_out[5]$_DFF_P_,9
5_1_grt,reg_address[0],sw.registers.m1.data_out[19]$_DFF_P_,9
4_1_cts,reg_address[0],sw.registers.m1.data_out[5]$_DFF_P_,9
sequential cells by signal, indices dropped and copies added (netlist names), 16 cells and up:
register                   flops
p3.m0.cnt                     16
sw.registers.r15.data_out     24
p0.m0.cnt                     16
sw.registers.r5.data_out      24
p1.m0.cnt                     16
sw.registers.r2.data_out      24
sw.registers.r9.data_out      24
p2.m0.cnt                     16
sw.registers.r10.data_out     24
sw.registers.r14.data_out     24
sw.registers.r1.data_out      24
sw.registers.r4.data_out      24
sw.registers.r11.data_out     24
sw.registers.m1.data_out      24
sw.registers.r8.data_out      24
sw.registers.r7.data_out      24
sw.registers.r12.data_out     24
sw.registers.r0.data_out      24
seven_seg.count               16
sw.registers.r6.data_out      24
sw.registers.r3.data_out      24
sw.psec_clock.cnt             19
sw.registers.r13.data_out     24
area by class of cell:
class | instances | area [sq um] | area share [%]
diodes | 3 | 7.507 | 0.03549
clock buffers | 27 | 664.4 | 3.141
flip-flops and latches | 597 | 12180 | 57.59
well taps | 511 | 639.4 | 3.022
inverters | 47 | 176.4 | 0.8340
multi-input cells | 1024 | 6708 | 31.71
clock inverters | 13 | 152.6 | 0.7216
repair buffers | 73 | 623.1 | 2.946
where the power goes:
group	switching, W	internal (W)
sequential	0.0000258	0.000856
clock	0.000437	0.000769
combinational	0.0000334	0.0000352
total	0.000496	0.00166
cells by family (layout without fill, tap and decap cells):
kind of cell    count (synthesis)  count (layout)  share of synthesized area [%]
flops                         597             597                          63.11
buf+inv                       110             160                          2.606
simple gates                  503             503                          11.86
other cells                     1               8                        0.01943
mux                            68              68                          4.797
fa+ha+maj                      24              24                          1.556
xor+xnor                       91              91                          4.129
compound gates                333             333                          11.93
cells in the final DEF (no fill, tap or decap), types with 11 or more instances in the layout:
cell type	instances
nor2_2	15
o21ai_0	49
a22oi_1	59
xnor2_1	42
dfrtp_1	24
nor3_1	22
a21oi_1	68
ha_1	24
nand3_1	56
nand4_1	20
edfxtp_1	11
clkbuf_16	26
mux2i_1	40
and3_1	17
nand2_1	145
o22ai_1	19
dfxtp_1	561
a221oi_1	16
inv_1	46
xor2_1	49
nor2_1	167
clkdlybuf4s50_1	25
buf_4	47
o221ai_1	11
a32oi_1	12
a31oi_1	16
mux4_2	17
per-layer routing:
| layer | GRT usage (%) | wire length [microns] | vias to the layer above |
|---|---|---|---|
| li1 | - | - | 6149 |
| met1 | 42.98 | 22180 | 6251 |
| met2 | 42.21 | 22960 | 505 |
| met3 | 8.857 | 4177 | 109 |
| met4 | 8.519 | 1923 | 0 |
| met5 | 0 | 0 | - |
Power is estimated from default activity; no workload was simulated.
